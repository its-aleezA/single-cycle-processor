[./run.sh]
#!/bin/bash
# OpenROAD 26Q1-2900-gdf79404cd8, Yosys 0.63+post, stock flow scripts
make -C /OpenROAD-flow-scripts/flow DESIGN_CONFIG=/design/flow/config.mk WORK_HOME=/design/flow/orfs finish
[./config.mk]
export PLATFORM = sky130hd
export DESIGN_NAME = writeback_cycle
export DESIGN_NICKNAME = writeback_cycle
export VERILOG_FILES = /design/flow/design.v
export SDC_FILE = /design/flow/constraint.sdc
export NUM_CORES = 4
export LEC_CHECK = 1
export CORE_AREA = 10 10 70 70
export DIE_AREA = 0 0 80 80
[./design.v]
module Mux_3_by_1(a, b, c, s, d);
    input [1:0] s;
    input [31:0] a, b, c;
    output [31:0] d;
    assign d = (s == 2'b00) ? a :
              (s == 2'b01) ? b :
              c;
endmodule
module writeback_cycle(
    input clk, rst, ResultSrcW,
    input [31:0] PCPlus4W, ALU_ResultW, ReadDataW,
    output [31:0] ResultW
);
    Mux_3_by_1 result_mux(
        .a(ALU_ResultW),
        .b(ReadDataW),
        .c(PCPlus4W),
        .s({1'b0, ResultSrcW}),
        .d(ResultW)
    );
endmodule
[./constraint.sdc]
current_design writeback_cycle

set clk_period 1.0
set clk_io_pct 0.2

create_clock -name clk0 -period $clk_period

set non_clock_inputs [all_inputs -no_clocks]
set_input_delay [expr $clk_period * $clk_io_pct] -clock clk0 $non_clock_inputs
set_output_delay [expr $clk_period * $clk_io_pct] -clock clk0 [all_outputs]
==> changes_impl.md <==
### Physical design

- CP delay by family, top: buffers and inverters
- WL final: 2.81 mm
- CP max-delay cell: mux2_4
- Slew @ Worst Pin: 0.0692 ns
- Via count: 711
- Chip area: 0.00640 mm^2
- Relative slew slack: 95.4%
- Worst EP arrival: 0.99 ns
- Registers: 0
- Drt pass-1 iters: 2
- Seq/Total Area, Yosys: 0%
- Fp_density: 15.9%
- Worst-case vdd ir drop: 0.000173 V
- Antenna Nets Post-Route: 0
- Status: finished, violations left
- Initial antenna violation count: 0
- Row cnt: 21
- Crit-path most repeated cell: buf_12
- Max Freq: 844 MHz
- Wire per inst: 14.8 um
- Largest net degree at the start of global routing: 9
- Routability cong.: 0.751
- Sequential cell area: 0 um^2
- Avg Cell Area, Syn: 15.1 um^2
- Yosys Instances: 36
- Worst-path maximum fanout: 6
- Cell Type Count: 4
- Die Height: 80 um
- Final worst path period need: 1.19 ns
- Final setup vio count: 32
- Tcrit/Tclk final: 119%
- GR Overflow Total: 0
- Global-route wire length before repair: 4.12 mm
- Total track usage: 7.83%
- Iter 0 DRT Violations: 5
- CORE AREA: 0.00342 mm^2
- YS warnings: 0
- Hold_ws: 0.692 ns
- Post-CTS Hold Buffers: 0
- Number of global-route vias before repair: 781
- Leak: 1.01 nW
- I/O Buffers: 97
- Worst path max stage delay: 0.30 ns
- CP cell instances: buf_12 -> buf_12 -> buf_12 -> mux2_4 -> buf_6
- Final Total Pwr: 0.000665 W
- Syn Inst Count: 36
- CP startpoint kind: input pin
- Post-DP HPWL: 2.39 mm
- Share of layout cells above drive strength 1: 55.6%
- Final setup margin: -0.185 ns
- Mapped cell area: 544 um^2
- Pwr Density: 389 mW/mm^2
- Max Transition Viols Final: 0
- Max cap viols: 0
- Synthesis-to-layout area growth: 214%
- Post-synthesis chip area from yosys: 544 um^2
- DRC Markers: 0
- Final hold viol count: 0
- Min-delay worst type: in2out
- Worst path bufs/invs: 4
- Crit. End Element: primary output
- CP Data Required Time: 0.80 ns
- Via-per-instance ratio: 3.74
- Failing checks: negative setup slack
- IO Pins: 131
- Die width: 80 um
- Diode count: 0
- CP Class: in2out
- RSZ-0062 raised after global routing: yes
- Tool Warnings: 68
- CLK BUF: 0
-- power breakdown --
group / internal, W / switching [W]
Sequential: 0 / 0
Combinational: 0.000527 / 0.000138
Clock: 0 / 0
-- kinds of logic (layout without fill, tap and decap cells) --
| logic type | after synthesis | in the layout | synth area share (%) |
|---|---|---|---|
| buffers and inverters | 4 | 112 | 13.1 |
| multiplexers | 32 | 32 | 86.9 |
-- area by class of cell --
type	count	area, um^2
fillers	316	1710
repair buffers	112	1170
multi-input cells	32	480
well taps	46	57.6
-- timing repair --
| item | 4_1_cts | 5_1_grt |
|---|---|---|
| buffers inserted | 12 | 0 |
| gates cloned | 1 | 0 |
| resized | 141 | 35 |
| endpoints found under the setup margin | 32 | 32 |
| pin swaps | 0 | 0 |
-- cell usage after synthesis --
cell    instances  area, um^2
mux2_4         30         450
buf_6           1        11.3
buf_12          3        60.1
mux2_2          2        22.5
-- path summary, 6_finish.rpt --
path,startpoint,to,slack (ns),depth (start not counted)
max,ResultSrcW,ResultW[0],-0.19,5
min,ALU_ResultW[23],ResultW[23],0.69,3
-- routing by layer --
metal	vias to the layer above	GRT usage, %	routed length [um]
met1	307	8.97	1120
met5	-	0	0
met4	0	0	0
met3	0	3.18	305
met2	51	14.0	1390
li1	353	-	-
-- worst min-delay path, cell delays in order --
cell            delay [ns]
dlymetal6s2s_1        0.08
mux2_4                0.13
buf_2                 0.08
-- cells in the final DEF (no fill, tap or decap) --
cell type	n
mux2_4	32
dlygate4sd2_1	26
buf_6	26
clkdlybuf4s50_1	19
dlymetal6s2s_1	19
buf_2	14
buf_12	5
buf_16	1
buf_8	1
buf_4	1
-- stage by stage --
step | util (%) | TNS, ns | cells | area, um^2 | worst slack [ns]
after floorplan | - | 0 | 36 | 544 | 0.0669
after global placement | 45.0 | -15.25 | 177 | 1540 | -0.492
after detailed placement | 45.0 | -15.30 | 177 | 1540 | -0.502
final | 50.0 | -4.88 | 190 | 1710 | -0.185
after CTS | 46.0 | -5.20 | 190 | 1570 | -0.188
after global routing | 50.0 | -5.44 | 190 | 1710 | -0.200
Power is estimated from default activity; no workload was simulated.
