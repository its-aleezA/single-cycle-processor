`flow/config.mk`:
```
export PLATFORM = sky130hd
export DESIGN_NAME = decode_cycle
export DESIGN_NICKNAME = decode_cycle
export VERILOG_FILES = /design/flow/design.v
export SDC_FILE = /design/flow/constraint.sdc
export NUM_CORES = 4
export LEC_CHECK = 1
export CORE_UTILIZATION = 30
```
`flow/constraint.sdc`:
```
current_design decode_cycle

set clk_period 2.0
set clk_io_pct 0.2

create_clock -name clk0 -period $clk_period [get_ports {clk}]

set non_clock_inputs [all_inputs -no_clocks]
set_input_delay [expr $clk_period * $clk_io_pct] -clock clk0 $non_clock_inputs
set_output_delay [expr $clk_period * $clk_io_pct] -clock clk0 [all_outputs]
```
`flow/design.v`:
```
module ALU_Decoder(aluOp, funct3, funct7, op, aluControl);
    input [1:0] aluOp;
    input [2:0] funct3;
    input [6:0] funct7, op;
    output [2:0] aluControl;
    assign aluControl = (aluOp == 2'b00) ? 3'b000 :
                       (aluOp == 2'b01) ? 3'b001 :
                       ((aluOp == 2'b10) & (funct3 == 3'b000) & ({op[5], funct7[5]} == 2'b11)) ? 3'b001 :
                       ((aluOp == 2'b10) & (funct3 == 3'b000) & ({op[5], funct7[5]} != 2'b11)) ? 3'b000 :
                       ((aluOp == 2'b10) & (funct3 == 3'b010)) ? 3'b101 :
                       ((aluOp == 2'b10) & (funct3 == 3'b011)) ? 3'b011 :
                       ((aluOp == 2'b10) & (funct3 == 3'b111)) ? 3'b010 :
                       3'b000;
endmodule
module Control_Unit_top(op, regWrite, immSrc, aluSrc, memWrite, resultSrc, branch, funct3, funct7, aluControl);
    input [6:0] op, funct7;
    input [2:0] funct3;
    output regWrite, memWrite, branch, aluSrc, resultSrc;
    output [2:0] aluControl;
    output [1:0] immSrc;
    wire [1:0] aluOp;
    Main_Decoder mainDec(
        .op(op),
        .regWrite(regWrite),
        .immSrc(immSrc),
        .aluSrc(aluSrc),
        .memWrite(memWrite),
        .resultSrc(resultSrc),
        .branch(branch),
        .aluOp(aluOp)
    );
    ALU_Decoder aluDec(
        .aluOp(aluOp),
        .funct3(funct3),
        .funct7(funct7),
        .op(op),
        .aluControl(aluControl)
    );
endmodule
module Main_Decoder(op, regWrite, immSrc, aluSrc, memWrite, resultSrc, branch, aluOp);
    input [6:0] op;
    output [1:0] immSrc, aluOp;
    output regWrite, aluSrc, memWrite, resultSrc, branch;
    assign regWrite = (op == 7'b0000011 | op == 7'b0110011 | op == 7'b0010011) ? 1'b1 : 1'b0;
    assign immSrc = (op == 7'b0100011) ? 2'b01 :
                   (op == 7'b1100011) ? 2'b10 :
                   2'b00;
    assign aluSrc = (op == 7'b0000011 | op == 7'b0100011 | op == 7'b0010011) ? 1'b1 : 1'b0;
    assign memWrite = (op == 7'b0100011) ? 1'b1 : 1'b0;
    assign resultSrc = (op == 7'b0000011) ? 1'b1 : 1'b0;
    assign branch = (op == 7'b1100011) ? 1'b1 : 1'b0;
    assign aluOp = (op == 7'b0110011) ? 2'b10 :
                  (op == 7'b1100011) ? 2'b01 :
                  2'b00;
endmodule
module Register_File(clk, rst, WE3, WD3, A1, A2, A3, RD1, RD2);
    input clk, rst, WE3;
    input [4:0] A1, A2, A3;
    input [31:0] WD3;
    output [31:0] RD1, RD2;
    reg [31:0] Register [31:0];
    always @(posedge clk) begin
        if (WE3 & (A3 != 5'h00))
            Register[A3] <= WD3;
    end
    assign RD1 = (rst == 1'b0) ? 32'd0 : Register[A1];
    assign RD2 = (rst == 1'b0) ? 32'd0 : Register[A2];
    initial begin
        Register[0] = 32'h00000000;
    end
endmodule
module Sign_Extend(In, ImmSrc, Imm_Ext);
    input [31:0] In;
    input [1:0] ImmSrc;
    output [31:0] Imm_Ext;
    assign Imm_Ext = (ImmSrc == 2'b00) ? {{20{In[31]}}, In[31:20]} :
                     (ImmSrc == 2'b01) ? {{20{In[31]}}, In[31:25], In[11:7]} :
                     (ImmSrc == 2'b10) ? {{20{In[31]}}, In[7], In[30:25], In[11:8], 1'b0} :
                     32'h00000000;
endmodule
module decode_cycle(clk, rst, InstrD, PCD, PCPlus4D, RegWriteW, RDW, ResultW, 
                   RegWriteE, ALUSrcE, MemWriteE, ResultSrcE, BranchE, ALUControlE, 
                   RD1_E, RD2_E, Imm_Ext_E, RD_E, PCE, PCPlus4E, RS1_E, RS2_E);
    input clk, rst, RegWriteW;
    input [31:0] InstrD, PCD, PCPlus4D, ResultW;
    input [4:0] RDW;
    output RegWriteE, ALUSrcE, MemWriteE, ResultSrcE, BranchE;
    output [2:0] ALUControlE;
    output [31:0] RD1_E, RD2_E, Imm_Ext_E;
    output [4:0] RS1_E, RS2_E, RD_E;
    output [31:0] PCE, PCPlus4E;
    wire RegWriteD, ALUSrcD, MemWriteD, ResultSrcD, BranchD;
    wire [1:0] ImmSrcD;
    wire [2:0] ALUControlD;
    wire [31:0] RD1_D, RD2_D, Imm_Ext_D;
    reg RegWriteE, ALUSrcE, MemWriteE, ResultSrcE, BranchE;
    reg [2:0] ALUControlE;
    reg [31:0] RD1_E, RD2_E, Imm_Ext_E;
    reg [4:0] RD_E, RS1_E, RS2_E;
    reg [31:0] PCE, PCPlus4E;
    Control_Unit_top control (
        .op(InstrD[6:0]),
        .regWrite(RegWriteD),
        .immSrc(ImmSrcD),
        .aluSrc(ALUSrcD),
        .memWrite(MemWriteD),
        .resultSrc(ResultSrcD),
        .branch(BranchD),
        .funct3(InstrD[14:12]),
        .funct7(InstrD[31:25]),
        .aluControl(ALUControlD)
    );
    Register_File rf (
        .clk(clk),
        .rst(rst),
        .WE3(RegWriteW),
        .WD3(ResultW),
        .A1(InstrD[19:15]),
        .A2(InstrD[24:20]),
        .A3(RDW),
        .RD1(RD1_D),
        .RD2(RD2_D)
    );
    Sign_Extend extension (
        .In(InstrD),
        .ImmSrc(ImmSrcD),
        .Imm_Ext(Imm_Ext_D)
    );
    always @(posedge clk or negedge rst) begin
        if (!rst) begin
            RegWriteE <= 1'b0;
            ALUSrcE <= 1'b0;
            MemWriteE <= 1'b0;
            ResultSrcE <= 1'b0;
            BranchE <= 1'b0;
            ALUControlE <= 3'b000;
            RD1_E <= 32'h00000000;
            RD2_E <= 32'h00000000;
            Imm_Ext_E <= 32'h00000000;
            RD_E <= 5'h00;
            PCE <= 32'h00000000;
            PCPlus4E <= 32'h00000000;
            RS1_E <= 5'h00;
            RS2_E <= 5'h00;
        end else begin
            RegWriteE <= RegWriteD;
            ALUSrcE <= ALUSrcD;
            MemWriteE <= MemWriteD;
            ResultSrcE <= ResultSrcD;
            BranchE <= BranchD;
            ALUControlE <= ALUControlD;
            RD1_E <= RD1_D;
            RD2_E <= RD2_D;
            Imm_Ext_E <= Imm_Ext_D;
            RD_E <= InstrD[11:7];
            PCE <= PCD;
            PCPlus4E <= PCPlus4D;
            RS1_E <= InstrD[19:15];
            RS2_E <= InstrD[24:20];
        end
    end
endmodule
```
`flow/run.sh`:
```
#!/bin/bash
# OpenROAD 26Q1-2900-gdf79404cd8, Yosys 0.63+post, stock flow scripts
make -C /OpenROAD-flow-scripts/flow DESIGN_CONFIG=/design/flow/config.mk WORK_HOME=/design/flow/orfs finish
```
==> summary.txt <==
Physical implementation

The clock passes through at most 3 buffers. The number of distinct library cell variants in the gate-level netlist after synthesis is 38. The flow ran to the end, and the final reports show no timing, DRC or antenna violations. The remaining global-route overflow is 0. The startpoint type of the worst setup path is a register. In the final layout, the fill cell count is about 15k. The pin closest to its max-slew limit shows a slew of 0.666 ns. The largest delay contributor family on the critical path is flip-flops. Per the TritonCTS log, the buffer count is 132.

The number of antenna violations at the first check in global routing is 9. The root buffer selected by CTS is sky130_fd_sc_hd__clkbuf_16. The portion of the post-synthesis area used by sequential elements is 67.4%.

Based on the critical path, the design can be clocked at up to around 510 MHz. The kind of path behind the tightest hold check is in2reg. In this run the static leakage power is between 0.02 and 0.025 uW.

Synthesis produced a netlist whose cell count is approximately 2.5k. By area the synthesized netlist is led by sky130_fd_sc_hd__edfxtp_1, sky130_fd_sc_hd__mux4_2, sky130_fd_sc_hd__dfrtp_1. The average cell area after synthesis is approximately 20 um^2. After layout, the design draws a total of about 57,000 uW. After floorplanning, the core was sized to cover 172,000 um^2. The initial core utilization is 30.2%. The number of cell rows is about 150.

The global-route total usage across every layer is between 20 and 25%. Per STA, the highest per-stage delay on the worst path measures 0.42 ns. The starting DRC count in detailed routing is between 1.5k and 2k.

The detailed placer's ending HPWL is 111,000 um. The number of register bits inferred by synthesis is 1,188. The clock sink total is 1,188. The combined buffer and inverter count along the critical path is 2. The number of global-route vias before repair is approximately 33k. The cell area after technology mapping is about 52,000 um^2. Data on the critical path arrives at its endpoint at between 1.5 and 2 ns. The part of the cycle the worst path needs is a little over nine tenths. Per the skew report, the later register of the worst-skew pair sees a clock latency of approximately 0.76 ns. The share of layout cells above drive strength 1 is 39.3%. Port buffering added 318 buffers.

The net switching component of the power is approximately 13,000 uW. The final critical delay including setup and external delays is 1.96 ns. The CTS tree is done. The ratio of routed vias to standard cells is 5.29. In this run the tightest slew margin relative to its limit is 55.6%. The routability congestion estimate from global placement is 0.913.

Per STA, the worst path is made up of buf_12 -> dlygate4sd2_1. Entering global routing, the biggest net connects 43 pins. The critical path capture point type is a primary output.

The area of the chip is 174,000 um^2. Of the total power, the share spent switching nets is 22.8%. The growth of design area from synthesis to finish is 29.0%.

The reported max-cap violation count is 0. Looking at the power breakdown, combinational cells take 9.4% of the total. The proportion of netlist area held by the largest area contributor is between 50% and 60%. The sequential group share of total power is 48.8%. Looking at the worst setup and hold paths, the clock pins of their registers show a slew of around 0.060 ns. On the critical path, the stage with the largest delay is an instance of sky130_fd_sc_hd__dfrtp_2. In the final report, the number of pins over their slew limit comes to 0. The portion of total power attributed to the clock network is 41.8%. In this run the tools logged warnings totalling 29. The critical path is of the reg2out type. Setup repair after global routing could not meet its margin everywhere. The setup slack after placement is -0.367 ns. The wire length after detailed routing is 168,000 um. During synthesis, Yosys emitted a total of 2 warnings. After layout, the worst setup slack is 0.0386 ns. In the final report, the number of hold violations comes to 0. From bottom edge to top edge, the die measures 417 um. The ratio of total power to cell area is 853 nW/um^2. The dominant logic cell type in the layout is sky130_fd_sc_hd__edfxtp_1. The count of unresolved DRC violations after routing is 0.

The library cell occupying the most area in the post-synthesis netlist is sky130_fd_sc_hd__edfxtp_1. The global-route wire length before repair is approximately 240,000 um. The width of the die is 417 um. The detailed router placed between 30k and 40k vias in this run. The antenna violation net count after detailed routing is 0. The top cell types in the final layout, fill and taps aside, are sky130_fd_sc_hd__edfxtp_1, sky130_fd_sc_hd__mux4_2, sky130_fd_sc_hd__buf_4. The setup-violating endpoint count in the final report is 0. 319 I/O pins were placed. The total internal power is 44,000 uW. The synthesized netlist has a Yosys-reported chip area of a little over 50,000 um^2. The report shows a maximum critical-path fanout of 15. On the final layout, the worst clock skew is 0.0324 ns. The utilization after layout is 38.9%. The critical path endpoint has a required time of 1.60 ns. The script logs the mean routed wire length per placed instance as 29.6 um. For this run, the detailed router's first-pass iteration total came to 5.

IR analysis of the VDD net gives a maximum drop of around 0.95 mV. The number of H-tree branching levels is 4. Yosys stat counts 2,547 cells in the synthesized netlist.
state kept, by name, summed over array words and instances (netlist names):
| signal | cells |
|---|---|
| rf.Register | 1024 |
| PCE | 32 |
| PCPlus4E | 32 |
| RD1_E | 32 |
| RD2_E | 32 |
| Imm_Ext_E | 13 |
| RD_E | 5 |
| RS1_E | 5 |
| RS2_E | 5 |
| ALUControlE | 3 |
| ALUSrcE | 1 |
| BranchE | 1 |
| MemWriteE | 1 |
| RegWriteE | 1 |
| ResultSrcE | 1 |
final timing paths:
check	endpoint	depth (start not counted)	slack (ns)	startpoint
setup / recovery	Imm_Ext_E[29]	2	0.04	Imm_Ext_E[30]
hold / removal	PCE[2]	1	0.08	PCD[2]
setup reg to reg	RD2_E[14]	5	0.16	rf.Register[8][14]
hold reg to reg	RD2_E[18]	4	0.76	rf.Register[24][18]
max in group asynchronous	Imm_Ext_E[30]	5	0.53	rst
min in group asynchronous	RS2_E[2]	3	0.26	rst
stage by stage:
step | cells | hold WS (ns) | setup TNS [ns] | area [um^2]
5_1_grt | 5692 | 0.0369 | -0.175 | 66800
3_3_place_gp | 5433 | 0.437 | -142.51 | 62500
3_5_place_dp | 5433 | 0.434 | -150.50 | 62500
2_1_floorplan | 2578 | 0.104 | -58.29 | 52000
4_1_cts | 5686 | 0.0188 | -0.573 | 66700
6_report | 5692 | 0.0786 | 0 | 66800
per-layer routing:
| layer | global-route usage, % | wire [um] | vias to the layer above |
|---|---|---|---|
| li1 | - | - | 12400 |
| met1 | 21.9 | 52200 | 15200 |
| met2 | 31.1 | 78700 | 2171 |
| met3 | 16.3 | 29900 | 345 |
| met4 | 7.33 | 7220 | 11 |
| met5 | 1.06 | 268 | - |
layout make-up:
cell class | instances | area (um^2) | area share [%]
inverters | 4 | 18.8 | 0.0281
multi-input cells | 1159 | 16000 | 24.0
clock inverters | 72 | 661 | 0.989
flip-flops and latches | 1188 | 34900 | 52.3
clock buffers | 170 | 3580 | 5.36
well taps | 2310 | 2890 | 4.33
repair buffers | 783 | 8690 | 13.0
diodes | 6 | 15.0 | 0.0225
synthesized netlist by cell type (all sizes together):
master and instances:
nor2 41, conb 1, o2bb2ai 1, nand2 43
a21oi 1, dfrtp 164, mux2i 128, and3 2
nor3 1, a221oi 46, o21ai 46, nand3 4
inv 4, buf 145, clkbuf 82, a31oi 65
nand2b 5, edfxtp 1024, nor2b 8, or2 3
or4 1, o41ai 1, nor4 1, and2 2
mux2 133, o2111ai 18, o221ai 64, mux4 448
a22oi 64, nand4 1
power groups by stage:
| stage | combinational [uW] | clock [uW] | sequential (uW) |
|---|---|---|---|
| finish | 5370 | 23800 | 27800 |
| global route | 5710 | 25100 | 27800 |
| CTS | 5420 | 24200 | 27800 |
what timing repair did:
action                                  in CTS  in global routing
endpoints found under the hold margin       49                  0
resized                                    145                 28
hold buffers                                 9                  0
buffers inserted                             2                  0
endpoints found under the setup margin     110                 31
kinds of logic (layout without fill, tap and decap cells):
kind of cell,count (synthesis),in the layout,synth area share [%]
buffers and inverters,231,1029,2.44
and+or+nand+nor,112,112,0.955
AOI/OAI and AO/OA,306,306,4.37
DFF,1188,1188,67.4
muxes,709,709,24.9
other,1,38,0.00725
Power is estimated from default activity; no workload was simulated.
